**flow/config.mk**
```make
export PLATFORM = sky130hd
export DESIGN_NAME = apb_uart
export DESIGN_NICKNAME = apb_uart
export VERILOG_FILES = /design/flow/design.v
export SDC_FILE = /design/flow/constraint.sdc
export NUM_CORES = 4
export LEC_CHECK = 1
export CORE_UTILIZATION = 30
```
**flow/constraint.sdc**
```tcl
current_design apb_uart

set clk_period 6.3
set clk_io_pct 0.2

create_clock -name clk0 -period $clk_period [get_ports {pclk}]

set non_clock_inputs [all_inputs -no_clocks]
set_input_delay [expr $clk_period * $clk_io_pct] -clock clk0 $non_clock_inputs
set_output_delay [expr $clk_period * $clk_io_pct] -clock clk0 [all_outputs]
```
**flow/design.v**
```verilog
    module apb_uart (
    input  wire        pclk,
    input  wire        presetn,
    input  wire [31:0] paddr,
    input  wire        psel,
    input  wire        penable,
    input  wire        pwrite,
    input  wire [31:0] pwdata,
    output reg  [31:0] prdata,
    output wire        pready,
    output wire        pslverr,
    output wire        tx_o,
    input  wire        rx_i
);
    initial begin
        if (16 < 2) $error("FIFO DEPTH must be >= 2");
    end
    wire rst_n = presetn; 
    assign pready  = 1'b1;   
    assign pslverr = 1'b0;
    reg rx_sync1, rx_sync2;
    always @(posedge pclk or negedge rst_n) begin
        if (!rst_n) begin
            rx_sync1 <= 1'b1;
            rx_sync2 <= 1'b1;
        end else begin
            rx_sync1 <= rx_i;
            rx_sync2 <= rx_sync1; 
        end
    end
    reg  [19:0] baud_divisor;
    wire        s_tick;
    wire [7:0]  tx_fifo_out, rx_fifo_out, rx_data_raw;
    wire        tx_full, tx_empty, rx_full, rx_empty;
    wire        rx_done_tick;
    wire        uart_tx_busy;
    reg         tx_fifo_rd_en;
    reg         uart_tx_start;
    reg  [7:0]  uart_tx_data_latched;
    wire wr_en = psel & penable & pwrite;
    wire rd_en = psel & penable & ~pwrite;
    wire [3:0] addr = paddr[3:0];
    localparam [1:0] S_TX_IDLE = 0, S_TX_POP = 1, S_TX_START = 2;
    reg [1:0] tx_fsm_state;
    always @(posedge pclk or negedge rst_n) begin
        if (!rst_n) begin
            tx_fsm_state   <= S_TX_IDLE;
            tx_fifo_rd_en  <= 0;
            uart_tx_start  <= 0;
            uart_tx_data_latched <= 0;
        end else begin
            tx_fifo_rd_en <= 0;
            uart_tx_start <= 0;
            case (tx_fsm_state)
                S_TX_IDLE: begin
                    if (!tx_empty && !uart_tx_busy) begin
                        tx_fifo_rd_en <= 1; 
                        uart_tx_data_latched <= tx_fifo_out;
                        tx_fsm_state <= S_TX_START;
                    end
                end
                S_TX_START: begin
                    uart_tx_start <= 1; 
                    tx_fsm_state  <= S_TX_IDLE;
                end
                default: tx_fsm_state <= S_TX_IDLE;
            endcase
        end
    end
    always @(posedge pclk or negedge rst_n) begin
        if (!rst_n) baud_divisor <= 20'd325;
        else if (wr_en && addr == 4'h08) baud_divisor <= pwdata[19:0];
    end
    always @(*) begin
        prdata = 32'b0;
        case (addr)
            4'h00: prdata = {24'b0, rx_fifo_out}; 
            4'h04: prdata = {30'b0, rx_empty, tx_full};
            4'h08: prdata = {12'b0, baud_divisor};
            default: prdata = 32'b0;
        endcase
    end
    baud_gen #(.DIV_WIDTH(20)) u_baud (
        .clk(pclk), .rst_n(rst_n),
        .divisor(baud_divisor), .tick_16x(s_tick)
    );
    sync_fifo #(.DATA_WIDTH(8), .DEPTH(16)) u_tx_fifo (
        .clk(pclk), .rst_n(rst_n),
        .wr_en(wr_en && (addr == 4'h00)),
        .din(pwdata[7:0]),
        .rd_en(tx_fifo_rd_en), 
        .dout(tx_fifo_out), 
        .full(tx_full), .empty(tx_empty)
    );
    uart_tx u_tx (
        .clk(pclk), .rst_n(rst_n),
        .tx_start(uart_tx_start),
        .din(uart_tx_data_latched),
        .s_tick(s_tick),
        .tx_busy(uart_tx_busy),
        .tx(tx_o)
    );
    sync_fifo #(.DATA_WIDTH(8), .DEPTH(16)) u_rx_fifo (
        .clk(pclk), .rst_n(rst_n),
        .wr_en(rx_done_tick),
        .din(rx_data_raw),
        .rd_en(rd_en && (addr == 4'h00)),
        .dout(rx_fifo_out),
        .full(rx_full), .empty(rx_empty)
    );
    uart_rx u_rx (
        .clk(pclk), .rst_n(rst_n),
        .rx(rx_sync2), 
        .s_tick(s_tick),
        .dout(rx_data_raw),
        .rx_done_tick(rx_done_tick)
    );
endmodule
module baud_gen #(
    parameter DIV_WIDTH = 20
)(
    input  wire                 clk,
    input  wire                 rst_n,
    input  wire [DIV_WIDTH-1:0] divisor,
    output reg                  tick_16x
);
    reg [DIV_WIDTH-1:0] counter;
    always @(posedge clk or negedge rst_n) begin
        if (!rst_n) begin
            counter  <= 0;
            tick_16x <= 0;
        end else begin
            if (divisor <= 1) begin
                tick_16x <= 1'b0;
                counter  <= 0;
            end
            else if (counter == divisor - 1) begin
                tick_16x <= 1'b1;
                counter  <= 0;
            end 
            else begin
                tick_16x <= 1'b0;
                counter  <= counter + 1;
            end
        end
    end
endmodule
module sync_fifo #(
    parameter DATA_WIDTH = 8,
    parameter DEPTH      = 16
)(
    input  wire                  clk,
    input  wire                  rst_n,
    input  wire                  wr_en,
    input  wire [DATA_WIDTH-1:0] din,
    input  wire                  rd_en,
    output wire [DATA_WIDTH-1:0] dout,  
    output wire                  full,
    output wire                  empty
);
    localparam PTR_WIDTH = $clog2(DEPTH);
    reg [DATA_WIDTH-1:0] mem [0:DEPTH-1];
    reg [PTR_WIDTH:0]    count;
    reg [PTR_WIDTH-1:0]  wr_ptr, rd_ptr;
    assign dout  = mem[rd_ptr];
    assign full  = (count == DEPTH);
    assign empty = (count == 0);
    always @(posedge clk or negedge rst_n) begin
        if (!rst_n) begin
            count  <= 0;
            wr_ptr <= 0;
            rd_ptr <= 0;
        end else begin
            case ({wr_en && !full, rd_en && !empty})
                2'b10: begin  
                    mem[wr_ptr] <= din;
                    wr_ptr      <= (wr_ptr == DEPTH-1) ? 0 : wr_ptr + 1;
                    count       <= count + 1;
                end
                2'b01: begin  
                    rd_ptr      <= (rd_ptr == DEPTH-1) ? 0 : rd_ptr + 1;
                    count       <= count - 1;
                end
                2'b11: begin  
                    mem[wr_ptr] <= din;
                    wr_ptr      <= (wr_ptr == DEPTH-1) ? 0 : wr_ptr + 1;
                    rd_ptr      <= (rd_ptr == DEPTH-1) ? 0 : rd_ptr + 1;
                end
                default: ; 
            endcase
        end
    end
endmodule
module uart_rx (
    input  wire       clk,
    input  wire       rst_n,
    input  wire       rx,          
    input  wire       s_tick,
    output reg  [7:0] dout,
    output reg        rx_done_tick
);
    localparam [1:0] IDLE=0, START=1, DATA=2, STOP=3;
    reg [1:0] state, next_state;
    reg [3:0] s_count;
    reg [2:0] n_count;
    reg [7:0] rx_reg;
    always @(posedge clk or negedge rst_n) begin
        if (!rst_n) begin
            state   <= IDLE;
            s_count <= 0;
            n_count <= 0;
            rx_reg  <= 0;
            dout    <= 0;
            rx_done_tick <= 0;
        end else begin
            state <= next_state;
            rx_done_tick <= 1'b0;
            case (state)
                IDLE: if (~rx) s_count <= 0;
                START: if (s_tick) s_count <= (s_count == 7) ? 0 : s_count + 1;
                DATA: if (s_tick) begin
                    if (s_count == 15) begin
                        s_count <= 0;
                        rx_reg <= {rx, rx_reg[7:1]};
                        if (n_count < 7) n_count <= n_count + 1;
                    end else s_count <= s_count + 1;
                end
                STOP: if (s_tick) begin
                    if (s_count == 15) begin
                         rx_done_tick <= 1'b1;
                         dout <= rx_reg;
                         s_count <= 0;
                    end else s_count <= s_count + 1;
                end
            endcase
        end
    end
    always @(*) begin
        next_state = state;
        case (state)
            IDLE:  if (~rx) next_state = START;
            START: if (s_tick && s_count == 7) next_state = (~rx) ? DATA : IDLE;
            DATA:  if (s_tick && s_count == 15 && n_count == 7) next_state = STOP;
            STOP:  if (s_tick && s_count == 15) next_state = IDLE;
        endcase
    end
endmodule
module uart_tx (
    input  wire       clk,
    input  wire       rst_n,
    input  wire       tx_start,     
    input  wire [7:0] din,          
    input  wire       s_tick,
    output reg        tx_busy,     
    output reg        tx
);
    localparam [1:0] IDLE=0, START=1, DATA=2, STOP=3;
    reg [1:0] state, next_state;
    reg [3:0] s_count;
    reg [2:0] n_count;
    reg [7:0] tx_reg;
    always @(posedge clk or negedge rst_n) begin
        if (!rst_n) begin
            state   <= IDLE;
            s_count <= 0;
            n_count <= 0;
            tx_reg  <= 0;
            tx      <= 1'b1;
        end else begin
            state <= next_state;
            case (state)
                IDLE: begin
                    tx <= 1'b1;
                    if (tx_start) begin
                        tx_reg  <= din;
                        s_count <= 0;
                    end
                end
                START: begin
                    tx <= 1'b0;
                    n_count <= 0; 
                    if (s_tick) s_count <= (s_count == 15) ? 0 : s_count + 1;
                end
                DATA: begin
                    tx <= tx_reg[0];  
                    if (s_tick) begin
                        if (s_count == 15) begin
                            s_count <= 0;
                            tx_reg  <= tx_reg >> 1;
                            if (n_count < 7) n_count <= n_count + 1;
                        end else s_count <= s_count + 1;
                    end
                end
                STOP: begin
                    tx <= 1'b1;
                    if (s_tick) begin
                        if (s_count == 15) s_count <= 0;
                        else s_count <= s_count + 1;
                    end
                end
            endcase
        end
    end
    always @(*) begin
        next_state = state;
        tx_busy    = 1'b1; 
        case (state)
            IDLE: begin
                tx_busy = 1'b0; 
                if (tx_start) next_state = START;
            end
            START: if (s_tick && s_count == 15) next_state = DATA;
            DATA:  if (s_tick && s_count == 15 && n_count == 7) next_state = STOP;
            STOP:  if (s_tick && s_count == 15) next_state = IDLE;
        endcase
    end
endmodule
```
**flow/run.sh**
```bash
#!/bin/bash
# OpenROAD 26Q1-2900-gdf79404cd8, Yosys 0.63+post, stock flow scripts
make -C /OpenROAD-flow-scripts/flow DESIGN_CONFIG=/design/flow/config.mk WORK_HOME=/design/flow/orfs finish
```
==> flow_summary.toml <==
# synthesis and place-and-route metrics
[status]
status = "finished clean"

[pwr]
leakage_nw = 7.485
ir_drop_v = 0.0002154
powerDensity_nw_per_um2 = 325.1

[place]
io_buffers = 50
placed_cell_area_sq_um = 18480
dp.cells = 2120
hpwl_microns = 25030
place.gp.congestion = 0.8696

[critical_path]
cp_max_fo = 19
worst_setup_path_end_kind = "primary output"
r2r_end = "u_tx_fifo.mem[6][3]"
rrSetupSlack_ns = 2.85
startpoint = "u_rx_fifo.rd_ptr[1]"
worstPathArrival_ns = 3.74
setup.worst_path.end = "prdata[1]"
critical_path_class = "flip-flop to primary output"
start_kind = "flip-flop"
required_ns = 5.04
r2r_start = "u_tx_fifo.count[0]"
r2r_cells = 10

[timing]
slew_headroom_pct = 33.75
rsz0062_at_grt = "no"
setup_tns_ns = 0
worstMarginPinSlew_ns = 0.9902
fmax_mhz = 199.9
hold_viol = 0
fin_skew_ns = 0.02027
finalClockPeriodUsage_pct = 79.42
setup_violations = 0
finalMaxSlewViolations = 0
min_period_ns = 5.004

[detailed_routing]
ant_nets = 0
dr_total_vias = 11020
drc = 0
dr.pass1.iters = 5
drtIter0Drc = 687
viasPerCell = 5.027
wire_per_inst_microns = 17.95
finalWirelength_microns = 39360

[logic_synthesis]
synth-async-reset-ratio_pct = 33.33
numSynthFlops = 384
edf_count = 256
synth_area_sq_um = 17080
yosys_warnings = 6
synthCells = 1347
syn_avg_cell_area_sq_um = 12.68
synth_top_flop_cell = "edfxtp_1"
synth_cell_type_count = 72
ys_cells = 1347
ys_seq_share_pct = 63.85
yosys_area_sq_um = 17080

[clocking]
clock-root-buffer = "clkbuf_16"
cts.sinks = 384
post-cts-setup-buffers = 0
hold_buffers = 0
cts_buffer_depth = 3
cts_tree = "built"
cts_max_level = 2
cts_buffers = 40
post_cts_resized = 0
clkTransAtPathRegs_ns = 0.06
clk_latency_ns = 0.57

[global_routing]
grt_max_degree = 58
gr-total-overflow = 0
grtUsageTotal_pct = 14.52
antenna_found_initial = 1
grt_pass1_vias = 10880
grt_pass1_wl_microns = 61710

[final_layout]
area_growth_pct = 15.87
final_cells = 2193
postLayoutCoreUtil_pct = 35.16
stdcell_area_sq_um = 19790
drive_above_1_share_pct = 11.84
biggestRegsByFlops = "u_rx_fifo.mem x128, u_tx_fifo.mem x128"

[floorplan]
core_sq_um = 56280
chipArea_sq_um = 57880
fp-utilization_pct = 30.34
dieWidth_microns = 240.6
die_y_microns = 240.6
pin_count = 105
placement_rows = 87

[run]
drv_cap = 0
warnings = 82

[hold_path]
min_path_type = "flip-flop to flip-flop"
-- layout make-up --
cell class	instances	area, sq um
clock buffers	59	1122
well taps	756	945.9
fillers	5315	36490
multi-input cells	850	5663
repair buffers	95	839.6
inverters	35	131.4
flip-flops and latches	384	10900
clock inverters	13	176.4
diodes	1	2.502
-- synthesized netlist by cell type (21+ instances only) --
library cell  instances  area share, %
xnor2_1              32            1.6
inv_1                35           0.77
a21oi_1              65            1.9
mux2_2               39            2.6
clkbuf_1             57            1.3
a22oi_1              29            1.3
nor3_1               21           0.62
dfrtp_1             118             17
o21ai_0              76            2.2
nand2_1             134            2.9
nand3_1              57            1.7
edfxtp_1            256             45
nor2_1               60            1.3
ha_1                 37            2.7
a22o_1               22            1.1
a221oi_1             25            1.3
-- metrics by stage --
stage	setup WS, ns	hold slack, ns	total power [mW]
finish	1.296	0.3803	6.432
floorplan	2.058	0.3452	3.786
CTS	1.248	0.3837	6.500
global route	1.088	0.3967	6.744
global placement	1.585	0.3806	4.138
detailed placement	1.436	0.3807	4.154
-- how the worst min path moves through the flow --
stage / start / end / slack [ns] / depth (start not counted)
after CTS: rx_sync1 / rx_sync2 / 0.38 / 0
after global routing: rx_sync1 / rx_sync2 / 0.40 / 0
final: rx_sync1 / rx_sync2 / 0.38 / 0
-- per-layer routing --
metal | global-route usage, % | routed length [microns] | vias to the layer above
li1 | - | - | 5167
met2 | 20.85 | 16970 | 433
met5 | 0.08418 | 0 | -
met3 | 7.622 | 4590 | 55
met1 | 20.50 | 17090 | 5369
met4 | 2.567 | 703 | 0
-- worst max-delay path: stages, from the launching register on --
cell	delay, ns
dfrtp_1	0.42
inv_1	0.13
ha_1	0.62
buf_4	0.39
a22o_1	0.19
a221oi_1	0.05
mux4_2	0.51
a21boi_0	0.17
o32ai_1	0.18
clkdlybuf4s50_1	0.52
-- cells in the final DEF (no fill, tap or decap), drive strengths merged, types with 29 or more instances in the layout --
master	instances
clkdlybuf4s50	49
nand3	57
a22oi	29
nor2	60
clkbuf	59
edfxtp	256
xnor2	32
o21ai	80
nand2	134
mux2	39
a21oi	66
inv	37
dfrtp	118
buf	46
ha	37
-- logic make-up after synthesis --
| kind of cell | count (synthesis) | synth area share (%) |
|---|---|---|
| flip-flops | 384 | 63.85 |
| AND/OR/NAND/NOR | 375 | 10.69 |
| AND-OR/OR-AND | 312 | 12.36 |
| buffers and inverters | 125 | 3.312 |
| multiplexers | 58 | 4.125 |
| XOR/XNOR | 52 | 2.667 |
| adder cells (fa/ha/maj) | 39 | 2.946 |
| other | 2 | 0.04398 |
-- report_power, final --
part,total [mW],internal (mW),switching [mW]
combinational,1.17,0.460,0.706
sequential,2.94,2.80,0.138
clock,2.33,1.34,0.992
Power is estimated from default activity; no workload was simulated.
